## ./config.mk

```make
export PLATFORM = sky130hd
export DESIGN_NAME = scandoubler
export DESIGN_NICKNAME = scandoubler
export VERILOG_FILES = /design/flow/design.v
export SDC_FILE = /design/flow/constraint.sdc
export NUM_CORES = 4
export LEC_CHECK = 1
export CORE_UTILIZATION = 40
export SYNTH_MEMORY_MAX_BITS = 65536
```

## ./constraint.sdc

```tcl
current_design scandoubler

set clk_period 5941.8
set clk_io_pct 0.2

create_clock -name clk0 -period $clk_period [get_ports {clk_sys}]

set non_clock_inputs [all_inputs -no_clocks]
set_input_delay [expr $clk_period * $clk_io_pct] -clock clk0 $non_clock_inputs
set_output_delay [expr $clk_period * $clk_io_pct] -clock clk0 [all_outputs]
```

## ./design.v

```verilog
module scandoubler
(
	input            clk_sys,
	input            bypass,
	input            ce_divider,
	output           pixel_ena,
	input      [1:0] scanlines,
	input            hs_in,
	input            vs_in,
	input      [COLOR_DEPTH-1:0] r_in,
	input      [COLOR_DEPTH-1:0] g_in,
	input      [COLOR_DEPTH-1:0] b_in,
	output reg       hs_out,
	output reg       vs_out,
	output reg [5:0] r_out,
	output reg [5:0] g_out,
	output reg [5:0] b_out
);
parameter HCNT_WIDTH = 9;
parameter COLOR_DEPTH = 6;
reg [1:0] i_div;
reg ce_x1, ce_x2;
always @(posedge clk_sys) begin
	reg last_hs_in;
	last_hs_in <= hs_in;
	if(last_hs_in & !hs_in) begin
		i_div <= 2'b00;
	end else begin
		i_div <= i_div + 2'd1;
	end
end
always @(*) begin
	if (!ce_divider) begin
		ce_x1 = (i_div == 2'b01);
		ce_x2 = i_div[0];
	end else begin
		ce_x1 = i_div[0];
		ce_x2 = 1'b1;
	end
end
assign pixel_ena = bypass ? ce_x1 : ce_x2;
reg scanline;
reg [5:0] r;
reg [5:0] g;
reg [5:0] b;
always @(*) begin
	if (COLOR_DEPTH == 6) begin
		b = sd_out[5:0];
		g = sd_out[11:6];
		r = sd_out[17:12];
	end else if (COLOR_DEPTH == 2) begin
		b = {3{sd_out[1:0]}};
		g = {3{sd_out[3:2]}};
		r = {3{sd_out[5:4]}};
	end else if (COLOR_DEPTH == 1) begin
		b = {6{sd_out[0]}};
		g = {6{sd_out[1]}};
		r = {6{sd_out[2]}};
	end else begin
		b = { sd_out[COLOR_DEPTH-1:0], sd_out[COLOR_DEPTH-1 -:(6-COLOR_DEPTH)] };
		g = { sd_out[COLOR_DEPTH*2-1:COLOR_DEPTH], sd_out[COLOR_DEPTH*2-1 -:(6-COLOR_DEPTH)] };
		r = { sd_out[COLOR_DEPTH*3-1:COLOR_DEPTH*2], sd_out[COLOR_DEPTH*3-1 -:(6-COLOR_DEPTH)] };
	end
end
always @(posedge clk_sys) begin
	if(bypass) begin
		r_out <= r;
		g_out <= g;
		b_out <= b;
		hs_out <= hs_sd;
		vs_out <= vs_sd;
	end else if(ce_x2) begin
		hs_out <= hs_sd;
		vs_out <= vs_sd;
		if(vs_out != vs_in) scanline <= 0;
		if(hs_out && !hs_sd) scanline <= !scanline;
		if(!scanline || !scanlines) begin
			r_out <= r;
			g_out <= g;
			b_out <= b;
		end else begin
			case(scanlines)
				1: begin  
					r_out <= {1'b0, r[5:1]} + {2'b00, r[5:2] };
					g_out <= {1'b0, g[5:1]} + {2'b00, g[5:2] };
					b_out <= {1'b0, b[5:1]} + {2'b00, b[5:2] };
				end
				2: begin  
					r_out <= {1'b0, r[5:1]};
					g_out <= {1'b0, g[5:1]};
					b_out <= {1'b0, b[5:1]};
				end
				3: begin  
					r_out <= {2'b00, r[5:2]};
					g_out <= {2'b00, g[5:2]};
					b_out <= {2'b00, b[5:2]};
				end
			endcase
		end
	end
end
wire [COLOR_DEPTH*3-1:0] sd_out = bypass ? sd_bypass_out : sd_buffer_out;
(* ramstyle = "no_rw_check" *) reg [COLOR_DEPTH*3-1:0] sd_buffer[2*2**HCNT_WIDTH];
reg        line_toggle;
reg  [HCNT_WIDTH-1:0] hs_max;
reg  [HCNT_WIDTH-1:0] hs_rise;
reg  [HCNT_WIDTH-1:0] hcnt;
always @(posedge clk_sys) begin
	reg hsD, vsD;
	if(ce_x1) begin
		hsD <= hs_in;
		if(hsD && !hs_in) begin
			hs_max <= hcnt;
			hcnt <= 0;
		end else begin
			hcnt <= hcnt + 1'd1;
		end
		if(!hsD && hs_in) hs_rise <= hcnt;
		vsD <= vs_in;
		if(vsD != vs_in) line_toggle <= 0;
		if(hsD && !hs_in) line_toggle <= !line_toggle;
		sd_buffer[{line_toggle, hcnt}] <= {r_in, g_in, b_in};
	end
end
reg [COLOR_DEPTH*3-1:0] sd_buffer_out, sd_bypass_out;
reg [HCNT_WIDTH-1:0] sd_hcnt;
reg        hs_sd, vs_sd;
always @(posedge clk_sys) begin
	reg hsD;
	if(ce_x2) begin
		hsD <= hs_in;
		sd_hcnt <= sd_hcnt + 1'd1;
		if(hsD && !hs_in)     sd_hcnt <= hs_max;
		if(sd_hcnt == hs_max) sd_hcnt <= 0;
		if(sd_hcnt == hs_max)  hs_sd <= 0;
		if(sd_hcnt == hs_rise) hs_sd <= 1;
		sd_buffer_out <= sd_buffer[{~line_toggle, sd_hcnt}];
		vs_sd <= vs_in;
	end
	if(bypass) begin
		sd_bypass_out <= {r_in, g_in, b_in};
		hs_sd <= hs_in;
		vs_sd <= vs_in;
	end
end
endmodule
```

## ./run.sh

```bash
#!/bin/bash
# OpenROAD 26Q1-2900-gdf79404cd8, Yosys 0.63+post, stock flow scripts
make -C /OpenROAD-flow-scripts/flow DESIGN_CONFIG=/design/flow/config.mk WORK_HOME=/design/flow/orfs finish
```

==> results.txt <==
Flow results are below.

- The tally of nets with antenna violations remaining after routing is 0, for reference.
- The power density over the cells is 0.4135 mW/mm2, for reference.
- The final reports fail on capacitance limit, slew limit.
- The max-capacitance violation count is 2, for reference.
- The leakage power total is 256.8 nW, for reference.
- The height of the die is 1337 um, for reference.
- For this run, the total global-route usage over all layers was measured as 0.3142.
- Among all flip-flop cells after synthesis, the most frequent one is sky130_fd_sc_hd__edfxtp_1.
- The worst-case IR drop observed on VDD is 0.0003153 mV.
- Post-route period utilization is reported as 0.4003.
- The synthesis area per yosys is 0.7125 mm2, for reference.
- The clock latency on the worst-skew pair is 1.43 ns, for reference.
- After clock tree synthesis, the clock-pin slew on the worst setup and hold paths is 0.06 ns.
- The clock tree from TritonCTS is yes, for reference.
- The share of flip-flops with an asynchronous set or reset is 0, for reference.
- The post-synth register bit count is 18,530.
- The number of clock buffers added by TritonCTS is 1,888.
- Entering global routing, the biggest net connects 106 pins.
- The post-layout total power is 0.3388 mW, for reference.
- The initial antenna violation count came to 356.
- The clock tree root driver cell is sky130_fd_sc_hd__clkbuf_16, for reference.
- The overall chip area is 1.787 mm2, for reference.
- The largest total area in the synthesized netlist belongs to sky130_fd_sc_hd__edfxtp_1.
- The synthesis report lists the most area-consuming cells as sky130_fd_sc_hd__edfxtp_1, sky130_fd_sc_hd__mux4_2, sky130_fd_sc_hd__mux2i_1.
- The instance count of the mapped netlist is 32,310, for reference.
- The violation tally recorded at the end of detailed-routing iteration 0 is 29,470.
- The post-synth count of flops with an enable pin is 18,530.
- In the final report, the number of pins over their slew limit comes to 15.
- The first global-routing pass estimated 3,397,000 um of wire.
- The cell area that synthesis handed to floorplanning was 0.7125 mm2.
- Hold timing on the final database bottoms out at a slack of 0.3992 ns.
- The element type at the critical path end is an output port, for reference.
- Clock tree synthesis found a total of 18,530 sinks.
- In the final layout, the share of cells above drive strength 1 is 0.3012.
- The max-slew headroom at the worst pin is -0.1079, for reference.
- Per the detail_route report, DRC violations left total 0.
- The number of placement rows is 490, for reference.
- After layout, the minimum clock period comes to 2378.41 ns.
- The accumulated negative setup slack is 0 ns, for reference.
- Of the post-synthesis cell area, the dominant cell type holds 0.7810.
- The kind of start point of the critical path is an input port, for reference.
- The detailed router reported a total wirelength of 2,545,000 um.
- The clock arrives with 0.1416 ns of skew.
- Gates resized during post-CTS repair numbered 0.
- The initial standard-cell utilization of the core is 0.4008, for reference.
- The core box area is 1.778 mm2, for reference.
- Based on the critical path, the design can be clocked at up to 0.4204 MHz.
- Per the CTS log, the maximum H-tree level is 7.
- The cell total in the yosys stat output is 32,310, for reference.
- The longest clock path from root to sink contains 6 buffers.
- The number of failing hold endpoints at the final stage is 0, for reference.
- The end-of-flow timing check tallies setup violations at 0.
- The proportion of synthesized chip area in sequential cells is 0.7811, for reference.
- The post-CTS setup buffer count is 0, for reference.
- The flow ran to the end, but the final reports show violations.
- The I/O pin count is 46, for reference.
- The remaining global-route overflow is 0, for reference.
- Note that the worst hold path type here is reg -> reg.
- The iteration count recorded for the first detailed-route pass is 8.
- The count of vias placed by the detailed router is 366,000, for reference.
- Per the post-synthesis stats, the area per cell is 22.05 um2.
- In the setup report, the worst path falls into the class in -> out.
- The routability-driven placement congestion ratio is 1.011, for reference.
- The via count of the first global-routing pass is 396,200, for reference.
- The count of unique library cells instantiated by Yosys is 99, for reference.
- Looking at the max-slew report, the worst-margin pin has a slew of 1.658 ns.
- The routed design shows a wire length per standard cell of 41.64 um.
- The biggest fanout along the worst timing path is 9, for reference.
- At the worst endpoint, the arrival time is 1190.05 ns.
- For this run the detailed placement stage logged an HPWL of 1,693,000 um.
- The required time at the endpoint of the critical path is 4753.44 ns, for reference.
- Per the detail_route report, vias per standard cell equal 5.990.
- Port buffering added 45 buffers.
- OpenROAD emitted warnings numbering 49.
- The report puts the hold buffer count at CTS at 0.
- The growth of design area from synthesis to finish is 14.98%, for reference.
- The yosys synthesis warning count is 1, for reference.
- The width of the die is 1337 um, for reference.
- Setup repair after global routing left no endpoint under its margin.
[sequential cells by signal, summed over array words and instances (netlist names), named ones only]
register / count
hs_rise: 9
i_div: 2
hs_max: 9
hs_out: 1
vs_out: 1
scanline: 1
sd_hcnt: 9
vs_sd: 1
b_out: 6
r_out: 6
sd_buffer: 18432
sd_bypass_out: 18
line_toggle: 1
hs_sd: 1
g_out: 6
sd_buffer_out: 18
hcnt: 9
[layer usage]
metal  GRT usage  vias to the layer above  part of all wire
met2      0.4054                    31550              0.43
met3      0.3240                     5726              0.23
met5      0.1261                        -             0.011
li1            -                   144100                 -
met4      0.1916                      546             0.078
met1      0.2842                   184100              0.25
[final timing paths]
check	from	to	slack, ns	cells past startpoint
max	ce_divider	pixel_ena	3563.39	5
min	vs_sd$_DFFE_PP_	vs_out$_DFFE_PP_	0.40	0
max reg2reg	sd_hcnt[0]$_SDFFCE_PP0P_	sd_buffer_out[12]$_DFFE_PP_	5932.24	18
min reg2reg	vs_sd$_DFFE_PP_	vs_out$_DFFE_PP_	0.40	0
[report_power, final]
group | switching (mW) | internal [mW]
clock network | 0.0491 | 0.0663
registers | 0.000190 | 0.144
logic | 0.0565 | 0.0222
[area by class of cell]
class / instances / area, um2
multi-input combinational: 11720 / 147900
timing repair buffer: 3056 / 23880
tap: 23620 / 29550
clock buffer: 2269 / 49160
antenna: 767 / 1919
sequential: 18530 / 556500
clock inverter: 1104 / 10090
inverter: 45 / 226.5
fill: 143400 / 958700
[through the flow]
step,instance area (um2),std cells,utilization,setup slack (ns)
detailed placement,758000,56970,0.4264,3563.37
global placement,758000,56970,0.4263,3563.37
finish,819200,61110,0.4608,3563.39
floorplan,712500,32310,-,3564.01
CTS,817300,60340,0.4597,3563.37
global route,818500,60810,0.4603,3563.19
[cells in the final DEF (no fill, tap or decap), drive strengths merged, types with 654 or more instances in the layout]
| cell | n |
|---|---|
| a21oi | 727 |
| a22oi | 654 |
| buf | 3030 |
| clkbuf | 2269 |
| clkinv | 827 |
| diode | 767 |
| edfxtp | 18530 |
| mux2i | 1641 |
| mux4 | 4059 |
| nor2 | 1293 |
[cells in the mapped netlist, drive strengths merged, types with 180 or more instances]
| master | instances |
|---|---|
| edfxtp | 18530 |
| mux4 | 4059 |
| mux2i | 1641 |
| buf | 1340 |
| nor2 | 1293 |
| a21oi | 727 |
| clkbuf | 673 |
| a22oi | 654 |
| nand2 | 553 |
| o21ai | 417 |
| a221oi | 405 |
| o22ai | 319 |
| o221ai | 218 |
| nand3 | 189 |
| a211oi | 180 |
[logic make-up after synthesis]
group                    count (synthesis)  share of synthesized area
AND-OR/OR-AND                         3466                    0.03373
XOR/XNOR                                41                  0.0005040
adder cells (fa/ha/maj)                 24                  0.0004531
buffers and inverters                 2059                    0.01728
flip-flops                           18530                     0.7811
multiplexers                          5767                     0.1526
AND/OR/NAND/NOR                       2419                    0.01442
[critical path: stages]
cell	delay (ns)
sky130_fd_sc_hd__clkdlybuf4s50_1	0.53
sky130_fd_sc_hd__mux2i_2	0.22
sky130_fd_sc_hd__buf_4	0.32
sky130_fd_sc_hd__a21boi_0	0.17
sky130_fd_sc_hd__clkdlybuf4s50_1	0.44
Power figures rest on the tool's default switching activity, not on a simulated workload.
